### flow/run.sh
#!/bin/bash
# OpenROAD 26Q1-2900-gdf79404cd8, Yosys 0.63+post, stock flow scripts
make -C /OpenROAD-flow-scripts/flow DESIGN_CONFIG=/design/flow/config.mk WORK_HOME=/design/flow/orfs finish
### flow/config.mk
export PLATFORM = sky130hd
export DESIGN_NAME = compute_sc
export DESIGN_NICKNAME = compute_sc
export VERILOG_FILES = /design/flow/design.v
export SDC_FILE = /design/flow/constraint.sdc
export NUM_CORES = 4
export LEC_CHECK = 1
export CORE_UTILIZATION = 50
### flow/constraint.sdc
current_design compute_sc

set clk_period 17.2
set clk_io_pct 0.2

create_clock -name clk0 -period $clk_period [get_ports {clock}]

set non_clock_inputs [all_inputs -no_clocks]
set_input_delay [expr $clk_period * $clk_io_pct] -clock clk0 $non_clock_inputs
set_output_delay [expr $clk_period * $clk_io_pct] -clock clk0 [all_outputs]
### flow/design.v
module compute_sc(
    input   clock,
    input   resetn,
    input   ivalid,
    output  oready,
    output reg  ovalid,
    input   iready,
    input   [63:0]  a_x,
    input   [31:0]  a_y,
    input   [63:0]  ri,
    input   [31:0]  qi,
	input	[31:0]  q_span,
    input   [31:0]  avg_qspan,
    input   [31:0]  max_dist_x,
    input   [31:0]  max_dist_y,
    input   [31:0]  bw,
    output reg [31:0]  data_return
);
wire    [63:0]  dr;
wire    [31:0]  dq;
wire    [31:0]  dd_pre;
wire    [31:0]  dd;
wire direct_return;
wire direct_return_0, direct_return_1, direct_return_2;
wire branch_extra;
wire    [31:0]  min_d;
wire    [31:0]  sc;
wire    [4:0]   c_log;
wire    [15:0]  c_lin;
wire    [31:0]  c_lin_pre;
wire	  [31:0]	 c_lin_final;
wire	  			 c_lin_round;
wire    [31:0]  branch_data_part;
wire    [31:0]  branch_data;
reg     [31:0]  dr_stage_0;
reg     [31:0]  dq_stage_0;
reg     [31:0]  max_dist_x_stage_0;
reg     [31:0]  max_dist_y_stage_0;
reg     [31:0]  bw_stage_0;
reg     [7:0]   n_segs_stage_0;
reg     [7:0]   q_span_stage_0;
reg     [31:0]  avg_qspan_stage_0;
reg             data_valid_stage_0;
reg				 branch_extra_stage_0;
reg     [31:0]  dd_stage_1;
reg             direct_return_0_stage_1;
reg             direct_return_1_stage_1;
reg     [31:0]  min_d_stage_1;
reg     [31:0]  bw_stage_1;
reg     [7:0]   q_span_stage_1;
reg     [31:0]  avg_qspan_stage_1;
reg             data_valid_stage_1;
reg     [31:0]  sc_stage_2;
reg             direct_return_stage_2;
reg     [4:0]   c_log_stage_2;
reg     [31:0]  c_lin_pre_stage_2;
reg             data_valid_stage_2;
reg     [31:0]  sc_stage_3;
reg     [31:0]  branch_data_part_stage_3;
reg             direct_return_stage_3;
reg             data_valid_stage_3;
assign dr = ri - a_x;   
assign dq = qi - a_y;  
assign branch_extra = (ri > (a_x + max_dist_x));
always @(posedge clock or negedge resetn) begin
    if(~resetn)begin
        dr_stage_0 <= 32'b0;
        dq_stage_0 <= 32'b0;
        max_dist_x_stage_0 <= 32'b0;
        max_dist_y_stage_0 <= 32'b0;
        bw_stage_0 <= 32'b0;
        q_span_stage_0 <= 8'b0;
        avg_qspan_stage_0 <= 32'b0;
        data_valid_stage_0 <= 1'b0;
		  branch_extra_stage_0 <= 1'b0;
    end
    else begin
        dr_stage_0 <= dr[31:0];
        dq_stage_0 <= dq;
        max_dist_x_stage_0 <= max_dist_x;
        max_dist_y_stage_0 <= max_dist_y;
        bw_stage_0 <= bw;
        q_span_stage_0 <= q_span[7:0];
        avg_qspan_stage_0 <= avg_qspan;
        data_valid_stage_0 <= ivalid;
		  branch_extra_stage_0 <= branch_extra;
    end
end
assign dd_pre = dr_stage_0[31:0] - dq_stage_0;
assign dd = dd_pre[31]?((~dd_pre)+1):dd_pre; 
assign direct_return_0 = ((dr_stage_0[31]!=1) && (dr_stage_0[31:0]>max_dist_y_stage_0)) || (|(dr_stage_0)==1'b0) || branch_extra_stage_0;
assign direct_return_1 = (dq_stage_0[31]==1 || |(dq_stage_0)==0  || dq_stage_0 > max_dist_x_stage_0 || (dq_stage_0 > max_dist_y_stage_0));
assign min_d = dd_pre[31]?dr_stage_0[31:0]:dq_stage_0;
always @(posedge clock or negedge resetn) begin
    if(~resetn)begin
        dd_stage_1 <= 32'b0;
        direct_return_0_stage_1 <= 1'b0;
        direct_return_1_stage_1 <= 1'b0;
        min_d_stage_1 <= 32'b0;
        bw_stage_1 <= 32'b0;
        q_span_stage_1 <= 8'b0;
        avg_qspan_stage_1 <= 32'b0;
        data_valid_stage_1 <= 1'b0;
    end
    else begin
        dd_stage_1 <= dd;
        direct_return_0_stage_1 <= direct_return_0;
        direct_return_1_stage_1 <= direct_return_1;
        min_d_stage_1 <= min_d;
        bw_stage_1 <= bw_stage_0;
        q_span_stage_1 <= q_span_stage_0;
        avg_qspan_stage_1 <= avg_qspan_stage_0;
        data_valid_stage_1 <= data_valid_stage_0;
    end
end
assign direct_return_2 =  (dd_stage_1>bw_stage_1);
assign direct_return = direct_return_0_stage_1 | direct_return_1_stage_1 |direct_return_2;
assign sc = (q_span_stage_1 > min_d_stage_1)||min_d_stage_1[31]?min_d_stage_1:q_span_stage_1;
ilog2_32 u_ilog2(dd_stage_1,c_log);
assign c_lin_pre = (dd_stage_1[17:0] * avg_qspan_stage_1[17:0]);  
always @(posedge clock or negedge resetn) begin
    if(!resetn)begin
        sc_stage_2 <= 32'b0;
        direct_return_stage_2 <= 1'b0;
        c_log_stage_2 <= 5'b0;
        c_lin_pre_stage_2 <= 32'b0;
        data_valid_stage_2 <= 1'b0;
    end
    else begin
        sc_stage_2 <= sc;
        direct_return_stage_2 <= direct_return;
        c_log_stage_2 <= c_log;
        c_lin_pre_stage_2 <= c_lin_pre;
        data_valid_stage_2 <= data_valid_stage_1;
    end
end
assign c_lin = c_lin_pre_stage_2[31:19];
assign c_lin_round = (&c_lin_pre_stage_2[18:7]);					 
assign c_lin_final = c_lin + c_lin_round;
assign branch_data_part = c_lin_final + (c_log_stage_2>>1);
always @(posedge clock or negedge resetn) begin
    if(~resetn)begin
        sc_stage_3 <= 32'b0;
        branch_data_part_stage_3 <= 32'b0;
        direct_return_stage_3 <= 1'b0;
        data_valid_stage_3 <= 1'b0;
    end
    else begin
        sc_stage_3 <= sc_stage_2;
        branch_data_part_stage_3 <= branch_data_part;
        direct_return_stage_3 <= direct_return_stage_2;
        data_valid_stage_3 <= data_valid_stage_2;
    end
end
assign branch_data = sc_stage_3 - branch_data_part_stage_3;
always @(posedge clock or negedge resetn) begin
    if(~resetn)begin
        data_return <= 32'b0;
    end
    else begin
        if(direct_return_stage_3)begin
            data_return <= 32'h80000001;
        end
        else begin
            data_return <= branch_data;
        end
    end
end
always @(posedge clock or negedge resetn) begin
    if(~resetn)begin
        ovalid <= 1'b0;
    end
    else begin
        ovalid <= data_valid_stage_3;
    end
end
assign oready=1;
endmodule
module ilog2_32(
	input 	[31:0]	data_in,
	output 	[4:0]	pos_out
);
wire [4:0]  data_chk;
wire [15:0] data_1;	
wire [7:0]  data_2;
wire [3:0]  data_3;
wire [1:0]  data_4;
assign data_chk[4] = |data_in[31:16]; 
assign data_chk[3] = |data_1[15:8];
assign data_chk[2] = |data_2[7:4];
assign data_chk[1] = |data_3[3:2];
assign data_chk[0] = |data_4[1]; 
assign	data_1	= (data_chk[4]) ? data_in[31:16] : data_in[15:0];  
assign	data_2 	= (data_chk[3]) ? data_1[15:8] 	: data_1[7:0];		 
assign	data_3 	= (data_chk[2]) ? data_2[7:4] : data_2[3:0];		 
assign	data_4 	= (data_chk[1]) ? data_3[3:2] : data_3[1:0];		 
assign 	pos_out = data_chk;
endmodule
==> impl_metrics.env <==
# physical design summary
export IMPL_clk_pin_slew_worst_paths_ns=0.05
export IMPL_numSynthFlops=457
export IMPL_synth_simple_area_share_pct=14.9
export IMPL_die_area_um2=74400
export IMPL_synth_area_yosys_um2=36700
export IMPL_yosysSeqAreaShare_pct=31.2
export IMPL_vias=27300
export IMPL_avgSynthCellArea_um2=9.52
export IMPL_core_area_um2=72000
export IMPL_outcome="complete, no violations"
export IMPL_grt_max_degree=87
export IMPL_ys_cells=3850
export IMPL_critPathKind="primary input to register"
export IMPL_cp_num_buf_inv=2
export IMPL_vias_per_cell=5.27
export IMPL_fin_crit_sh_pct=51.1
export IMPL_cts_root_buf="clkbuf_16"
export IMPL_wl_per_cell_um=18.3
export IMPL_die_y_um=273
export IMPL_grt_total_usage_pct=27.7
export IMPL_initCoreUtil_pct=50.9
export IMPL_crit_path_end_kind="register"
export IMPL_skew_ns=0.0389
export IMPL_overflow=0
export IMPL_cp_cell_sequence="clkdlybuf4s50_1 > ha_1 > inv_1 > fa_1 > nor2b_1 > o21a_1 > o21ai_0 > a211oi_1 > o21ai_0 > a211oi_1 > nor3_1 > o21a_1 > o21ai_0 > xnor2_1 > ha_1 > nand4_1 > nor2_1 > nand3_1 > a31oi_1 > a2111oi_0 > a31oi_1"
export IMPL_fp_dieW_um=273
export IMPL_cts_resized=0
export IMPL_fin_cells=5191
export IMPL_dp_cells=5096
export IMPL_tool_warnings=64
export IMPL_fmax_mhz=114
export IMPL_crit_family="AND-OR/OR-AND gates"
export IMPL_pre_cts_ws_ns=7.84
export IMPL_cp_data_arrival_time_ns=9.29
export IMPL_maxSlewViolCount=0
export IMPL_final_util_pct=59.9
export IMPL_crit_slowest_cell="o21a_1"
export IMPL_drv_cap=0
export IMPL_numCtsBuffers=51
export IMPL_clock_path_buffers=3
export IMPL_setup_slack_ns=8.40
export IMPL_place_congestion=0.950
export IMPL_synth_xor_xnor_area_share_pct=5.28
export IMPL_grt_pass1_wl_mm=152
export IMPL_cp_required_ns=17.69
export IMPL_drt_iter0_markers=1097
export IMPL_synthAoiAreaFrac_pct=12.4
export IMPL_drc=0
export IMPL_yosys_most_used_dff="dfrtp_1"
export IMPL_tns_ns=0
export IMPL_cp_max_fo=17
export IMPL_async_flop_share_pct=100
export IMPL_tightest_slew_ns=0.796
export IMPL_period_needed_ns=8.80
export IMPL_drt_total_wl_mm=95.2
export IMPL_hp_class="register to register"
export IMPL_synth_edff_count=0
export IMPL_yosys_warnings=1
export IMPL_drtAntennaViolNets=0
export IMPL_port_buffers=349
export IMPL_placementRows=98
export IMPL_slew_headroom_pct=46.3
export IMPL_antenna_found_initial=4
export IMPL_area_growth_pct=17.5
export IMPL_hold_buffers=0
export IMPL_grt_pass1_vias=28000
export IMPL_firstDrtPassIters=5
export IMPL_clkSinkCount=457
export IMPL_synth_distinct_cells=82
export IMPL_setup_violations=0
export IMPL_fillers=6154
export IMPL_io_pins=390
export IMPL_top_logic_kind="adder cells"
export IMPL_rsz0062_at_grt="false"
export IMPL_cpMostUsedCell="o21ai_0"
export IMPL_ys_sh_adder_pct=28.6
export IMPL_slowest_delay_ns=0.63
export IMPL_cts_tree="built"
export IMPL_syn_inst=3850
export IMPL_start_kind="primary input"
export IMPL_h_tree_depth=2
export IMPL_clk_latency_ns=0.62
export IMPL_drive_above_1_share_pct=4.06
export IMPL_report_final_hold_viol_count=0
export IMPL_post_cts_setup_buffers=0
export IMPL_ys_sh_mux_pct=0.508
export IMPL_syn_cell_area_um2=36700
export IMPL_dpl_hpwl_mm=76.8
==> cells in the mapped netlist (8+ instances only) <==
cell type | instances | share of area, %
o211ai_1 | 13 | 0.27
dfrtp_1 | 457 | 31
o21ai_0 | 162 | 2.2
clkbuf_1 | 95 | 0.97
nor2_1 | 167 | 1.7
nand3_1 | 60 | 0.82
and2_1 | 173 | 3.0
nor4_1 | 38 | 0.65
and3_1 | 26 | 0.44
nand4_1 | 75 | 1.3
a21oi_1 | 174 | 2.4
o31ai_1 | 14 | 0.29
ha_1 | 429 | 15
o21a_1 | 52 | 1.1
or3_1 | 14 | 0.24
xor2_1 | 80 | 1.9
xnor2_1 | 141 | 3.4
a21o_1 | 141 | 2.9
fa_1 | 256 | 14
a211oi_1 | 22 | 0.45
a31oi_1 | 17 | 0.29
or2_2 | 10 | 0.17
nor3_1 | 57 | 0.78
o21bai_1 | 16 | 0.33
mux2_2 | 13 | 0.40
nand2b_1 | 41 | 0.70
and4_1 | 12 | 0.29
inv_1 | 594 | 6.1
nand2_1 | 328 | 3.4
a21boi_0 | 8 | 0.16
nor2b_1 | 46 | 0.78
==> layout make-up <==
| class | count | area, µm² | share of cell area (%) |
|---|---|---|---|
| Clock inverter | 25 | 354 | 0.822 |
| Inverter | 594 | 2230 | 5.18 |
| Antenna cell | 3 | 7.51 | 0.0174 |
| Sequential cell | 457 | 11400 | 26.5 |
| Tap cell | 950 | 1190 | 2.76 |
| Timing Repair Buffer | 394 | 3840 | 8.90 |
| Multi-Input combinational cell | 2701 | 22600 | 52.5 |
| Clock buffer | 67 | 1410 | 3.26 |
==> path summary, 6_finish.rpt <==
kind / from / endpoint / slack [ns] / cells after the start
setup / recovery: a_x[0] / branch_extra_stage_0 / 8.40 / 21
hold / removal: avg_qspan_stage_0[17] / avg_qspan_stage_1[17] / 0.34 / 0
setup reg to reg: avg_qspan_stage_1[10] / c_lin_pre_stage_2[31] / 10.36 / 22
hold reg to reg: avg_qspan_stage_0[17] / avg_qspan_stage_1[17] / 0.34 / 0
max in group asynchronous: resetn / avg_qspan_stage_1[2] / 12.06 / 4
min in group asynchronous: resetn / data_return[17] / 2.79 / 1
==> logic make-up (layout without fill, tap and decap cells) <==
kind of cell               Yosys count  in the layout
muxes                               17             17
and+or+nand+nor                   1076           1076
DFF                                457            457
other                                1              4
xor gates and xnor gates           221            221
buffers and inverters              692           1080
AOI/OAI and AO/OA                  701            701
adders and majority gates          685            685
==> sequential cells by signal, indices dropped and copies added (netlist names), 4 cells and up <==
name and cells:
bw_stage_0 32, bw_stage_1 32, data_return 32, dd_stage_1 32, dq_stage_0 32, dr_stage_0 32
max_dist_x_stage_0 32, max_dist_y_stage_0 32, min_d_stage_1 32, sc_stage_2 32, sc_stage_3 32, c_lin_pre_stage_2 25
avg_qspan_stage_0 18, avg_qspan_stage_1 18, branch_data_part_stage_3 14, q_span_stage_0 8, q_span_stage_1 8, c_log_stage_2 4
==> worst reg2reg max path: stages, from the launching register on <==
cell       delay (ns)
dfrtp_1          0.85
nand2_1          0.18
fa_1             0.54
inv_1            0.05
fa_1             0.49
inv_1            0.05
fa_1             0.47
inv_1            0.05
fa_1             0.52
fa_1             0.56
inv_1            0.06
fa_1             0.54
inv_1            0.04
ha_1             0.31
nand3_1          0.11
nor2_1           0.23
nand3_1          0.10
and3_1           0.20
a21oi_1          0.46
a21o_1           0.30
a2111o_1         0.24
a2111oi_0        0.11
nor4bb_1         0.30
==> per-layer routing <==
metal / global-route usage [%] / part of all wire, % / wire length, µm / vias to the layer above
li1: - / - / - / 13500
met1: 40.3 / 43 / 41300 / 13100
met2: 44.4 / 48 / 45800 / 633
met3: 5.89 / 5.6 / 5350 / 127
met4: 6.53 / 2.9 / 2790 / 0
met5: 0 / 0 / 0 / -
==> stage by stage <==
step	hold WS, ns	cell area, µm²
2_1_floorplan	0.331	36700
3_3_place_gp	0.332	41300
3_5_place_dp	0.335	41300
4_1_cts	0.347	43100
5_1_grt	0.351	43100
6_report	0.345	43100
==> layout by cell type (no fill, tap or decap), types with 45 or more instances in the layout <==
| master | instances |
|---|---|
| nor2b_1 | 46 |
| buf_4 | 45 |
| dfrtp_1 | 457 |
| and2_1 | 173 |
| inv_1 | 594 |
| clkdlybuf4s50_1 | 348 |
| fa_1 | 256 |
| nor3_1 | 57 |
| nor2_1 | 167 |
| clkbuf_16 | 51 |
| ha_1 | 429 |
| o21ai_0 | 162 |
| a21oi_1 | 174 |
| o21a_1 | 52 |
| nand4_1 | 75 |
| xnor2_1 | 141 |
| a21o_1 | 141 |
| nand3_1 | 60 |
| nand2_1 | 327 |
| xor2_1 | 80 |
